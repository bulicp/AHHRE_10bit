--- /design/flow/run.sh ---
#!/bin/bash
# OpenROAD 26Q1-2900-gdf79404cd8, Yosys 0.63+post, stock flow scripts
make -C /OpenROAD-flow-scripts/flow DESIGN_CONFIG=/design/flow/config.mk WORK_HOME=/design/flow/orfs finish
--- /design/flow/config.mk ---
export PLATFORM = sky130hd
export DESIGN_NAME = mult_top
export DESIGN_NICKNAME = mult_top
export VERILOG_FILES = /design/flow/design.v
export SDC_FILE = /design/flow/constraint.sdc
export NUM_CORES = 4
export LEC_CHECK = 1
export CORE_UTILIZATION = 50
--- /design/flow/constraint.sdc ---
current_design mult_top

set clk_period 8.3
set clk_io_pct 0.2

create_clock -name clk0 -period $clk_period [get_ports {clk}]

set non_clock_inputs [all_inputs -no_clocks]
set_input_delay [expr $clk_period * $clk_io_pct] -clock clk0 $non_clock_inputs
set_output_delay [expr $clk_period * $clk_io_pct] -clock clk0 [all_outputs]
--- /design/flow/design.v ---
`timescale 1ns / 1ps
module AHHRE_10bit(
    input [15:0] x,
    input [15:0] y,
    output [31:0] p
    );
    wire [16:0] pp_rad4_0;
    wire [16:0] pp_rad4_1;
    wire [16:0] pp_rad4_2;
    wire [3:0] sign_factor;
    rad4_gen rad4_gen1( 
        .x1(x[15:10]), .y(y),
        .pp_rad4_0(pp_rad4_0),
        .pp_rad4_1(pp_rad4_1),
        .pp_rad4_2(pp_rad4_2),
        .sign_factor(sign_factor[3:1]));
    wire [24:0] PP_o;
    app_rad1024 rad1024_gen_v1( 
      .x0(x[9:0]),.y(y),
      .PP_o(PP_o),
      .sign_factor(sign_factor[0]));
    pp_tree_ahhre wallace_tree(
        .pp_rad4_0(pp_rad4_0),
        .pp_rad4_1(pp_rad4_1),
        .pp_rad4_2(pp_rad4_2),
        .pp_rad1024(PP_o),
        .sign_factor(sign_factor),
        .p(p));
endmodule
module code(one,two,sign,y2,y1,y0);  
	input y2,y1,y0;                     
	output one,two,sign;                
	wire [1:0]k;                        
	xor x1(one,y0,y1);                  
	xor x2(k[1],y2,y1);                 
	not n1(k[0],one);                   
	and a1(two,k[0],k[1]);              
	assign sign=y2;                     
endmodule        
module rad4_gen( x1,y,pp_rad4_0,pp_rad4_1,pp_rad4_2,sign_factor);
    input [15:0] y;
    input [5:0] x1;
    output [16:0] pp_rad4_0;
    output [16:0] pp_rad4_1;
    output [16:0] pp_rad4_2;
    output [2:0] sign_factor;
    wire [2:0] one,two,sign;
    code code0(one[0],two[0],sign[0],x1[1],x1[0], 1'b0);
    genvar j;
    generate
        for ( j = 1; j < 3; j = j+1 )
            begin : pp_code
            code code_gen(one[j],two[j],sign[j],x1[2*j+1],x1[2*j], x1[2*j-1]);
            end
    endgenerate
    wire [16:0] tmp1_pp; 
    assign tmp1_pp = {y[15],y};  
    wire [17:0] out1;
    assign out1[0] = sign[0];
    genvar i;
    generate
        for ( i = 0; i < 17; i = i+1 )
            begin : pp_rad4_first 
            product pp_pr(tmp1_pp[i],out1[i],one[0],two[0],sign[0],pp_rad4_0[i],out1[i+1]);
            end
    endgenerate
    wire[17:0] out2;
    assign out2[0] = sign[1];
    genvar i2;
    generate
        for ( i2 = 0; i2 < 17; i2 = i2+1 )
            begin : pp_second 
            product pp_pr(tmp1_pp[i2],out2[i2],one[1],two[1],sign[1],pp_rad4_1[i2],out2[i2+1]);
            end
    endgenerate
    wire [17:0] out3;
    assign out3[0] = sign[2];
    genvar i3;
    generate
        for ( i3 = 0; i3 < 17; i3 = i3+1 )
            begin : pp_third 
            product pp_pr(tmp1_pp[i3],out3[i3],one[2],two[2],sign[2],pp_rad4_2[i3],out3[i3+1]);
            end
    endgenerate
    genvar i_sign;
    generate
        for ( i_sign = 0; i_sign < 3; i_sign = i_sign+1 )
            begin : sgn_fac
            sgn_gen sgn_genXX(one[i_sign],two[i_sign],sign[i_sign],sign_factor[i_sign]);
            end
    endgenerate
endmodule
module product(x1,x0,one,two,sign,p,i);
	input x1,x0,sign,one,two;
	output p,i;
	wire [1:0] k;
	xor xo1(i,x1,sign);
	and a1(k[1],i,one);
	and a0(k[0],x0,two);
	or o1(p,k[1],k[0]);
endmodule
module sgn_gen(one,two,sign,sign_factor);
	input sign,one,two;
	output sign_factor;
	wire k;
	or o1(k,one,two);
	and a1(sign_factor,sign,k);
endmodule
module app_rad1024(
    input [9:0] x0,
    input [15:0] y,
    output [24:0] PP_o,
    output sign_factor
);
    wire sign;
    wire [3:0] enc_vec;
    assign sign = x0[9]| x0[4] | x0[3] | x0[2] | x0[1] | x0[0];
    assign enc_vec[3] = ((~x0[8] & ~x0[7] & ~x0[6]) | (x0[8] & x0[7] & x0[6])) & (x0[6] ^ x0[5]);
    assign enc_vec[2] = (~x0[9] & ~x0[8] & ( (~ x0[7] & x0[6] & x0[5]) | (x0[7] & ~x0[6]))) | (x0[9] & x0[8] & ( ( x0[7] & ~x0[6] & ~x0[5]) | (~x0[7] & x0[6])));
    assign enc_vec[1] = (~x0[8] & x0[7] & (x0[9] | x0[6])) | (x0[8] & ~x0[7] & (~x0[9] | ~x0[6]));
    assign enc_vec[0] = (~x0[9] & x0[8] & x0[7]) | (x0[9] & ~x0[8] & ~x0[7]); 
    wire [27:0] gen_tmp;
    assign gen_tmp = {{3{y[15]}},y,9'b0};
    genvar i;
    generate
        for ( i = 0; i < 25; i = i+1 )
            begin : pp1024_gen_loop 
            rad1024_unit pp_pr(sign,enc_vec,gen_tmp[i+3:i],PP_o[i]);
            end
    endgenerate
    assign sign_factor = sign & ( (enc_vec[0] | enc_vec[1]) | (enc_vec[2] | enc_vec[3]));
endmodule
module rad1024_unit(
    input sign,
    input [3:0] enc_vec,
    input [3:0] a_vec,
    output pp_i);
    wire [3:0] a_sign;
    assign a_sign[3] = sign ^ a_vec[3];
    assign a_sign[2] = sign ^ a_vec[2];
    assign a_sign[1] = sign ^ a_vec[1];
    assign a_sign[0] = sign ^ a_vec[0];
    wire [3:0] a_enc;
    assign a_enc = a_sign & enc_vec;
    assign pp_i = (a_enc[3] | a_enc[2] | a_enc[1] | a_enc[0]);  
endmodule
module pp_tree_ahhre(
    input [16:0] pp_rad4_0,
    input [16:0] pp_rad4_1,
    input [16:0] pp_rad4_2,
    input [24:0] pp_rad1024,
    input [3:0] sign_factor,
    output [31:0] p);
    wire [3:0] E_MSB;
    assign E_MSB[0] = ~pp_rad1024[24];
    assign E_MSB[1] = ~pp_rad4_0[16];
    assign E_MSB[2] = ~pp_rad4_1[16];
    assign E_MSB[3] = ~pp_rad4_2[16];
    wire [15:0] sum00_FA;
    wire [15:0] carry00_FA;
    wire [15:0] tmp001_FA;
    wire [15:0] tmp002_FA;
    wire [15:0] tmp003_FA;
    assign tmp001_FA = {1'b1,E_MSB[0],pp_rad1024[24:12],pp_rad1024[10]};
    assign tmp002_FA = {pp_rad4_0[16:2],pp_rad4_0[0]};
    assign tmp003_FA = {pp_rad4_1[14:0],sign_factor[1]};
    genvar i001;
    generate
        for (i001 = 0; i001 < 16; i001 = i001 + 1)
            begin : pp_fad00
            FAd pp_fad(tmp001_FA[i001],tmp002_FA[i001], tmp003_FA[i001], carry00_FA[i001],sum00_FA[i001]);
            end
    endgenerate
    wire [2:0] sum00_HA;
    wire [2:0] carry00_HA;
    wire [2:0] tmp001_HA;
    wire [2:0] tmp002_HA;
    assign tmp001_HA = {1'b1,E_MSB[1],pp_rad1024[11]};
    assign tmp002_HA = {pp_rad4_1[16:15],pp_rad4_0[1]};
	genvar i002;
	generate
		for (i002 = 0; i002 < 3; i002 = i002 + 1)
			begin : pp_had01
			HAd pp_had(tmp001_HA[i002],tmp002_HA[i002],carry00_HA[i002],sum00_HA[i002]);
			end
	endgenerate
	wire [1:0] sum01_HA;
        wire [1:0] carry01_HA;
	wire [1:0] tmp011_HA;
	wire [1:0] tmp012_HA;
	assign tmp011_HA = {pp_rad4_2[11],pp_rad4_2[0]};
	assign tmp012_HA = {1'b1,sign_factor[3]};
	genvar i010;
	generate
		for (i010 = 0; i010 < 2; i010 = i010 + 1)
			begin : pp_had02
			HAd pp_had(tmp011_HA[i010],tmp012_HA[i010],carry01_HA[i010],sum01_HA[i010]);
			end
	endgenerate
	wire [16:0] sum10_FA;
	wire [16:0] carry10_FA;
	wire[16:0] tmp100;
	wire[16:0] tmp101;
	wire[16:0] tmp102;
	assign tmp100 = {E_MSB[2],sum00_HA[2:1],sum00_FA[15:3],sum00_FA[1]};
	assign tmp101 = {carry00_HA[2:1],carry00_FA[15:2],carry00_HA[0]};
	assign tmp102 = {pp_rad4_2[15:12],sum01_HA[1],pp_rad4_2[10:1],sum01_HA[0],sign_factor[2]};
	genvar i11;
	generate
		for(i11 = 0; i11 < 17; i11 = i11 +1 )
			begin : pp_fad10
			FAd pp_fad(tmp100[i11],tmp101[i11],tmp102[i11],carry10_FA[i11],sum10_FA[i11]);
			end
	endgenerate
	wire [1:0] sum10_HA;
	wire [1:0] carry10_HA;
	wire [1:0] tmp100_HA;
	wire [1:0] tmp101_HA;
	assign tmp100_HA = {1'b1,sum00_FA[2]};
	assign tmp101_HA = {pp_rad4_2[16],carry00_FA[1]};
	genvar i12;
	generate
		for (i12 = 0; i12 < 2; i12 = i12 + 1)
			begin : pp_had11
			HAd pp_had(tmp100_HA[i12],tmp101_HA[i12],carry10_HA[i12],sum10_HA[i12]);
			end
	endgenerate
	wire [1:0] sum20_FA;
	wire [1:0] carry20_FA;
	wire [14:0] sum20_HA;
	wire [14:0] carry20_HA; 
	wire[14:0] tmp200_HA;
	wire[14:0] tmp201_HA;
	assign tmp200_HA = {E_MSB[3],sum10_HA[1],sum10_FA[16:14],sum10_FA[12:3]};
	assign tmp201_HA = {carry10_HA[1],carry10_FA[16:13],carry10_FA[11:2]};
	genvar i20;
	generate
		for(i20 = 0; i20 < 15; i20 = i20 +1 )
			begin : pp_had20 
			HAd pp_had(tmp200_HA[i20],tmp201_HA[i20],carry20_HA[i20],sum20_HA[i20]);
			end
	endgenerate
	wire[1:0] tmp200_FA;
	wire[1:0] tmp201_FA;
	wire[1:0] tmp202_FA;
	assign tmp200_FA = {sum10_FA[13],sum10_FA[2]};
	assign tmp201_FA = {carry10_FA[12],carry10_FA[1]};
	assign tmp202_FA = carry01_HA;
	genvar i21;
	generate
		for(i21 = 0; i21 < 2; i21 = i21 +1 )
			begin : pp_fad20
			FAd pp_fad(tmp200_FA[i21],tmp201_FA[i21],tmp202_FA[i21],carry20_FA[i21],sum20_FA[i21]);
			end
	endgenerate
	wire [31:0] tmp_ADD1;
	wire [31:0] tmp_ADD2;
	assign tmp_ADD1 = {sum20_HA[14:10],sum20_FA[1],sum20_HA[9:0],sum20_FA[0],sum10_FA[1],sum10_HA[0],sum10_FA[0],sum00_HA[0],sum00_FA[0],pp_rad1024[9:0]};
	assign tmp_ADD2 = {carry20_HA[13:10],carry20_FA[1],carry20_HA[9:0],carry20_FA[0],1'b0,carry10_HA[0],carry10_FA[0],1'b0,carry00_FA[0],10'b0,sign_factor[0]};
	assign p = tmp_ADD1 + tmp_ADD2;
endmodule
module HAd(a,b,c,s);
	input a,b;
	output c,s;
	xor x1(s,a,b);
	and a1(c,a,b);
endmodule
module FAd(a,b,c,cy,sm);
	input a,b,c;
	output cy,sm;
	wire x,y,z;
	xor x1(x,a,b);
	xor x2(sm,x,c);
	and a1(y,a,b);
	and a2(z,x,c);
	or o1(cy,y,z);
endmodule
`timescale 1ns / 10ps
module mult_top(
    input clk,
    input  [15:0] x,
    input  [15:0] y,
    output reg [31:0] p_out
    );
    wire [31:0] P_vec;
    reg [15:0] X_vec;
    reg [15:0] Y_vec;
    AHHRE_10bit mult(X_vec,Y_vec,P_vec); 
    always @(posedge clk) 
    begin
        p_out = P_vec;
        X_vec = x;
        Y_vec = y;
    end
endmodule 
==> run summary <==
Status of the implementation.

- The prevailing logic family in the synthesized netlist is AND-OR/OR-AND gates, for reference.
- At the floorplan stage, the core utilization is reported as 0.5239.
- The core area is 11030 um^2, for reference.
- The first-pass GRT wire length is 23610 um, for reference.
- Per the synth stats, the proportion of register bits with asynchronous set or reset is 0.
- The total of hold buffers inserted after clock tree synthesis is 0, for reference.
- Yosys mapped a number of flops with a built-in enable equal to 0.
- The post-cts sizing count is 0, for reference.
- The total power is 0.001912 W, for reference.
- The kind of end point of the critical path is a flip-flop, for reference.
- Measured along the y axis, the die boundary spans 109.5 um.
- The destination of the worst register-to-register timing path is p_out[31], for reference.
- TritonCTS built the clock tree.
- Looking at the critical path, the highest net fanout was 15.
- The required time at the endpoint of the critical path is 8.53 ns, for reference.
- Derived from the worst setup path, the maximum achievable clock frequency is 0.1813 GHz.
- Dividing the detail-routed wire length by the instance count gives 16.59 um.
- The setup TNS after final layout is 0 ns, for reference.
- The final-report max-slew violation count is 0, for reference.
- In this run the static leakage power is 2.860 nW.
- The worst-case max-slew headroom was logged as 0.3813.
- The minimum clock period after layout is 5.517 ns, for reference.
- met3 track demand over resource after global routing is 0.06888.
- The tally of buffers added on design ports is 64, for reference.
- The placer's final routability congestion estimate is 0.9532, for reference.
- At the pin with the least slew margin, the transition time is 0.9023 ns.
- The number of detailed-routing iterations run before antenna repair is 6, for reference.
- The setup-violating endpoint count in the final report is 0, for reference.
- The detail-routed via count per cell is 5.864, for reference.
- Counting cells, the worst reg-to-reg path comes to 17.
- On met2, the global router reports a usage of 0.3729.
- The layout-stage area growth over the synthesis result is 15.31%, for reference.
- The via count of the routed design is 5078, for reference.
- The flop and latch count out of synthesis is 60, for reference.
- The worst setup path is launched from a flip-flop.
- The most critical min-delay path falls under flip-flop to flip-flop.
- Per the final layout report, the fraction of cells sized above drive strength 1 comes to 0.05096.
- The tally of nets with antenna violations remaining after routing is 0, for reference.
- Setup repair after global routing left no endpoint under its margin.
- The sum of overflow across all layers after global routing is 0, for reference.
- The fraction of the mapped netlist area in simple logic gates is 0.1518, for reference.
- The flow ran to the end, and the final reports show no timing, DRC or antenna violations.
- The final tally of hold violations is 0, for reference.
- Per the timing report, the most critical flop-to-flop path originates at X_vec[9].
- The maximum number of pins on one net before global-route repair is 41, for reference.
- The total die size is 11990 um^2, for reference.
- The sum of net half-perimeters after detailed placement is 10860 um, for reference.
- Along the worst hold path, the cell count comes to 4.
- For reference, the post-synthesis area per instance comes to 8.244 um^2.
- The initial antenna violation count is 0.
- The post-synthesis share of cell area spent on full adders, half adders and majority gates is 0.1987, for reference.
- The areal power density over the cells is 286.9 nW/um^2, for reference.
- The synthesized instance count is 701.
- The start point of the critical path is X_vec[9], for reference.
- The wire length after detailed routing is 14370 um, for reference.
- The total standard cell area after synthesis is 5779 um^2, for reference.
- The number of clock sinks seen by CTS is 60, for reference.
- For this run, the script counts the antenna cells in the layout as 0.
- Clock tree synthesis inserted a total of 9 buffers.
- The synth_stat.txt file lists the number of cells as 701.
- After synthesis, the netlist uses 72 different library cells.
- Once the clock tree was built, the setup fixing pass inserted 0 buffers.
- The worst hold path begins at X_vec[2].
- The number of warnings in the stage logs is 27, for reference.
- The clock tree skew after final layout is 0.008369 ns, for reference.
- The count of warnings emitted by yosys is 1, for reference.
- For this run, the leading register cell type out of synthesis is dfxtp_1.
- The data arrival time reported for the critical path is 5.75 ns.
- In this run the horizontal extent of the chip is 109.5 um.
- STA reports a reg2reg setup slack of 2.78 ns.
- The number of global-route vias before repair came to 4549.
- The remaining routing DRC violations is 0, for reference.
- The post-route clock period utilization is 0.6646, for reference.
- The number of buffers on the longest clock path is 2, for reference.
- The share of the synthesized netlist area taken by xor and xnor gates is 0.09699, for reference.
- The standard-cell row count is 38, for reference.
- The number of DRC violations after detailed-routing iteration 0 is 334, for reference.
- The report counts max-capacitance violations totalling 0.
- For this run, the total global-route usage over all layers was measured as 0.2637.
- The clock tree root driver cell is clkbuf_16, for reference.
- In this run the VDD rail shows a maximum IR drop of 0.2191 mV.
- The portion of netlist area occupied by mux cells is 0.02988, for reference.
- The critical path class is flip-flop to flip-flop, for reference.
- The endpoint of the worst hold path is reported as p_out[6].
- The layer carrying the most global-route usage is met1, for reference.
- Looking at the clock tree report, the H-tree level count equals 3.
- The synthesized chip area reported by yosys is 5779 um^2, for reference.
- The clock-pin slew of the registers on the worst-case setup and hold paths is 0.05 ns, for reference.
- Of the total synthesized cell area, the portion taken by AND-OR and OR-AND cells is 0.2423.
- For met1 alone, demand over resource in global routing was 0.4198.
- The share of the yosys chip area belonging to registers is 0.2078, for reference.
- The I/O pin count is 65, for reference.
- The skew report gives the latency at the later pin of the worst-skew pair as 0.34 ns.
-- layout make-up --
| type | instances | area (um^2) |
|---|---|---|
| clock buffers | 13 | 260.3 |
| flip-flops and latches | 60 | 1201 |
| inverters | 46 | 172.7 |
| well taps | 140 | 175.2 |
| repair buffers | 70 | 685.7 |
| multi-input cells | 535 | 4159 |
| clock inverters | 2 | 10.01 |
| fillers | 949 | 4367 |
-- metrics by stage --
step	utilization	cell area [um^2]	cells	setup slack, ns	hold WS [ns]
after global routing	0.6041	6664	866	2.361	0.8867
after global placement	0.5796	6394	851	3.001	0.8372
final	0.6041	6664	866	2.783	0.8128
after CTS	0.6041	6664	866	2.822	0.8150
after floorplan	-	5779	701	3.435	0.6714
after detailed placement	0.5796	6394	851	2.849	0.7984
-- placed cells by master, fill, tap and decap left out, types with 6 or more instances in the layout --
master | netlist | routed
clkbuf_16 | 0 | 9
a221oi_1 | 12 | 12
nand3_1 | 12 | 12
nor2b_1 | 6 | 6
a221o_1 | 7 | 7
xor2_1 | 23 | 23
o22ai_1 | 13 | 13
nand2_1 | 40 | 40
nand2b_1 | 7 | 7
a211oi_1 | 21 | 21
nand4_1 | 6 | 6
dfxtp_1 | 60 | 60
or2_2 | 6 | 6
xnor2_1 | 41 | 41
mux2i_1 | 15 | 15
fa_1 | 33 | 33
clkdlybuf4s50_1 | 0 | 64
ha_1 | 39 | 39
a21oi_1 | 48 | 48
a21o_1 | 16 | 16
nor3_1 | 8 | 8
buf_4 | 4 | 6
a22oi_1 | 12 | 12
inv_1 | 46 | 46
o21ai_0 | 23 | 23
nor2_1 | 67 | 67
o211ai_1 | 6 | 6
-- how the worst max path moves through the flow --
stage | to | slack (ns)
final | p_out[31] | 2.78
after global routing | p_out[31] | 2.36
after CTS | p_out[28] | 2.82
-- flip-flops by register name, indices dropped and copies added, names as in the netlist --
register	cells
Y_vec	16
p_out	28
X_vec	16
-- kinds of logic after synthesis --
logic type               Yosys count
flip-flops                        60
AND/OR/NAND/NOR                  178
AND-OR/OR-AND                    204
multiplexers                      17
XOR/XNOR                          64
adder cells (fa/ha/maj)           72
buffers and inverters            106
-- Yosys cell counts, drive strengths merged, types with 4 or more instances --
library cell	n	share of area
a221o	7	0.012
o2111ai	4	0.0061
a22oi	12	0.016
nand2	41	0.027
o211ai	6	0.0078
inv	46	0.030
nor2b	6	0.0065
a31oi	4	0.0043
nand4	7	0.0087
xnor2	41	0.062
clkbuf	39	0.025
a21o	16	0.021
xor2	23	0.035
nand2b	7	0.0076
ha	39	0.084
nor2	68	0.045
o21ai	27	0.023
dfxtp	60	0.21
mux2i	15	0.026
a221oi	12	0.018
a21oi	48	0.042
buf	21	0.017
or2	9	0.0097
o22ai	13	0.014
o31ai	4	0.0052
a211oi	22	0.029
nor3	10	0.010
fa	33	0.11
nand3	12	0.010
-- layer usage --
metal	up-vias	routed length, um
met5	-	0
met4	0	311
met3	25	1181
met2	212	5982
met1	2313	6895
li1	2528	-
-- report_power, final --
group          total (W)  switching, W  internal, W
registers       0.000405     0.0000355     0.000370
clock network   0.000335      0.000121     0.000215
logic            0.00117      0.000616     0.000555
total            0.00191      0.000773      0.00114
-- worst max-delay path: stages, from the launching register on --
cell and delay (ns):
dfxtp_1 0.46, nor4_2 0.64, nand2_2 0.32, xnor2_1 0.37, o22ai_1 0.14, a221oi_1 0.35, fa_1 0.46, inv_1 0.09
fa_1 0.42, fa_1 0.44, ha_1 0.35, o211a_1 0.17, o21a_1 0.19, a21oi_1 0.19, o21a_1 0.22, a21oi_1 0.12
nor4_1 0.26, and4b_1 0.21
Power and IR drop assume default switching activity.
